`constraint.sdc`:
```
current_design registers

set clk_period 1.8
set clk_io_pct 0.2

create_clock -name clk0 -period $clk_period [get_ports {clk}]

set non_clock_inputs [all_inputs -no_clocks]
set_input_delay [expr $clk_period * $clk_io_pct] -clock clk0 $non_clock_inputs
set_output_delay [expr $clk_period * $clk_io_pct] -clock clk0 [all_outputs]
```
`run.sh`:
```
#!/bin/bash
# OpenROAD 26Q1-2900-gdf79404cd8, Yosys 0.63+post, stock flow scripts
make -C /OpenROAD-flow-scripts/flow DESIGN_CONFIG=/design/flow/config.mk WORK_HOME=/design/flow/orfs finish
```
`design.v`:
```
module registers (input EN,
                  input clk,
                  input [3:0] write_addr,
                  input [7:0] write_data,
                  input [3:0] read_addr_1,
                  output [7:0] read_data_1,
                  input [3:0] read_addr_2,
                  output [7:0] read_data_2
                  );
    reg [7:0] regs [7:0];
    initial begin
        regs[0] = 8'd0;
        regs[1] = 8'd0;
        regs[2] = 8'd0;
        regs[3] = 8'd0;
        regs[4] = 8'd0;
        regs[5] = 8'd0;
        regs[6] = 8'd0;
        regs[7] = 8'd0;
    end
    always @(posedge(clk)) begin
        if (EN) begin
            regs[write_addr] <= write_data;
        end
    end
    assign read_data_1 = regs[read_addr_1];
    assign read_data_2 = regs[read_addr_2];
endmodule
```
`config.mk`:
```
export PLATFORM = sky130hd
export DESIGN_NAME = registers
export DESIGN_NICKNAME = registers
export VERILOG_FILES = /design/flow/design.v
export SDC_FILE = /design/flow/constraint.sdc
export NUM_CORES = 4
export LEC_CHECK = 1
export CORE_UTILIZATION = 50
```
==> flow_metrics.py <==
# Generated from Yosys and OpenROAD reports
metrics = {
    "outcome": {
        "run_status": "finished, violations left",
        "failed_checks": "negative setup slack",
    },
    "detailed_routing": {
        "detail_route.vias_per_cell": 5.74,
        "ant_nets": 0,
        "drt_iter0_markers": 133,
        "antenna_cells": 0,
        "detail_route.wl_per_cell_microns": 22.5,
        "route.final.wire_length_microns": 6180,
        "num_vias": 1579,
        "dr.pass1.iters": 4,
        "remaining_drc_errors": 0,
    },
    "critical_path": {
        "crit_chain": "buf_6 -> mux4_2 -> mux2_4 -> buf_2",
        "cp.required_ps": 1440,
        "crit_path_max_incr_delay_ps": 480,
        "cp_slowest_cell": "sky130_fd_sc_hd__mux4_2",
        "critPathCaptureType": "output pin",
        "timing.critical_path.fanout_max": 2,
        "critical_path_launch_point_type": "register",
        "timing.setup.critical_path_class": "reg -> out",
        "arrival_ps": 1730,
    },
    "grt": {
        "met3_usage_pct": 15.8,
        "grt.met1_usage_pct": 34.4,
        "grt_max_degree": 11,
        "gr-usage-all-layers_pct": 23.5,
        "grt.overflow.total": 0,
        "use_met2_pct": 32.7,
        "first_global_vias": 1725,
        "initial_antenna_violation_count": 0,
        "wire_length_of_the_first_global_routing_pass_microns": 9240,
        "most_used_routing_layer": "met1",
    },
    "cells_and_area": {
        "postLayoutCellArea_sq_um": 3780,
        "finished_core_util_pct": 63.9,
        "syn2layout_area_growth_pct": 22.9,
        "flip_flop_count_of_the_largest_register_after_layout": 64,
        "max_flop_register": "regs",
        "reg.largest.list": "regs x64",
        "final_layout_size_suffix_gt1_share_pct": 52.0,
        "final_cell_count_no_fill": 275,
    },
    "synthesis": {
        "synthDominantAreaCellType": "sky130_fd_sc_hd__edfxtp_1",
        "netlist_instances": 135,
        "portion_of_the_post_synthesis_area_used_by_sequential_elements_pct": 62.4,
        "yosys_area_sq_um": 3080,
        "most_common_cell": "sky130_fd_sc_hd__edfxtp_1",
        "synth.top_cell.area_share_pct": 62.4,
        "syn-mean-instance-area_sq_um": 22.8,
        "enable_flop_cells": 64,
        "postSynth.asyncResetShare_pct": 0,
        "netlist_area_sq_um": 3080,
        "netlist_top_cells_count": "64 x sky130_fd_sc_hd__edfxtp_1, 29 x sky130_fd_sc_hd__mux4_1, 16 x sky130_fd_sc_hd__mux2_2",
        "yosys.cell_types.count": 13,
        "topCellsByArea": "sky130_fd_sc_hd__edfxtp_1 62%, sky130_fd_sc_hd__mux4_1 25%, sky130_fd_sc_hd__mux2_2 5.9%",
        "synthesis.yosys.warnings": 1,
        "yosys-stat-cells": 135,
        "yosys_most_used_dff": "sky130_fd_sc_hd__edfxtp_1",
        "synth.ff_latch_count": 64,
    },
    "clock_network": {
        "cts-root-to-sink-buffers": 2,
        "tritoncts": "yes",
        "tritoncts_num_sinks": 64,
        "tritoncts.num_buffers": 9,
        "cts-htree-levels": 3,
        "clock-root-buffer": "sky130_fd_sc_hd__clkbuf_8",
        "cts.reportedPaths.clkPinSlew_ps": 60,
    },
    "power": {
        "p_switching_mw": 0.646,
        "combinational_cell_fraction_of_total_power_pct": 12.4,
        "seq_pwr_share_pct": 53.0,
        "power_leakage_nw": 1.35,
        "netSwitchingFraction_pct": 20.0,
        "clock_power_share_pct": 34.6,
        "vdd.ir_drop.worst_uv": 852,
        "power_per_cell_area_nw_per_um2": 854,
        "internal_power_mw": 2.58,
    },
    "place": {
        "place_congestion": 0.833,
        "dp.cells": 254,
        "dpl-instance-area_sq_um": 3610,
        "port-buffer-count": 34,
        "place_hpwl_microns": 3900,
    },
    "floorplanning": {
        "floorplan.die_area_sq_um": 6470,
        "io_pins": 38,
        "core.rowCount": 28,
        "pre_placement_core_utilization_pct": 52.0,
        "die_y_microns": 80.5,
        "die.size.x_microns": 80.5,
        "floorplan.core_area_sq_um": 5920,
    },
    "final_timing": {
        "fin_crit_sh_pct": 116,
        "max_freq_mhz": 478,
        "unrepaired_setup_endpoints_after_global_routing": "yes",
        "finalHoldViolations": 0,
        "report.final.slew_viol_count": 0,
        "worst_slew_margin_rel_pct": 82.8,
        "period_needed_ps": 2090,
        "finalSetupViolations": 16,
        "max_slew.worst_pin.slew_ps": 258,
        "final.setup.worst_slack_ps": -294,
    },
    "run": {
        "drv.max_cap_violation_count": 0,
        "warnings": 31,
    },
    "min_path": {
        "hold_path.class": "in -> reg",
    },
}
==> metrics by stage <==
step                power, mW  setup TNS (ps)  hold WS, ps  setup WS, ps
finish                   3.23           -2430          752          -294
global route             3.36           -3460          766          -347
CTS                      3.25           -2710          744          -298
detailed placement       2.11          -13740         1100          -885
global placement         2.10          -13530         1080          -866
floorplan                1.91               0          459          68.3
==> power by group through the flow <==
stage | logic (mW) | registers [mW] | clock network [mW]
after CTS | 0.402 | 1.71 | 1.13
after global routing | 0.431 | 1.72 | 1.21
final | 0.400 | 1.71 | 1.12
==> cell type report <==
type / instances / area (sq um)
clock inverters: 4 / 45.0
fillers: 420 / 2140
multi-input cells: 61 / 1020
clock buffers: 12 / 135
well taps: 75 / 93.8
repair buffers: 59 / 563
flip-flops and latches: 64 / 1920
==> repair_timing <==
item                       4_1_cts  5_1_grt
hold buffers                     0        0
buffers inserted                 2        0
setup endpoints to repair       16       16
gates cloned                     3        0
resized                        112        2
==> placed cells by master, fill, tap and decap left out <==
| cell | n |
|---|---|
| sky130_fd_sc_hd__buf_12 | 3 |
| sky130_fd_sc_hd__buf_16 | 2 |
| sky130_fd_sc_hd__buf_2 | 15 |
| sky130_fd_sc_hd__buf_4 | 18 |
| sky130_fd_sc_hd__buf_6 | 4 |
| sky130_fd_sc_hd__bufbuf_16 | 1 |
| sky130_fd_sc_hd__bufinv_16 | 1 |
| sky130_fd_sc_hd__clkbuf_1 | 3 |
| sky130_fd_sc_hd__clkbuf_8 | 9 |
| sky130_fd_sc_hd__clkdlybuf4s15_2 | 1 |
| sky130_fd_sc_hd__clkdlybuf4s50_1 | 14 |
| sky130_fd_sc_hd__clkinv_2 | 3 |
| sky130_fd_sc_hd__dlygate4sd2_1 | 1 |
| sky130_fd_sc_hd__edfxtp_1 | 64 |
| sky130_fd_sc_hd__mux2_4 | 16 |
| sky130_fd_sc_hd__mux4_1 | 1 |
| sky130_fd_sc_hd__mux4_2 | 31 |
| sky130_fd_sc_hd__nand2_1 | 2 |
| sky130_fd_sc_hd__nand2b_1 | 3 |
| sky130_fd_sc_hd__nor2_1 | 6 |
| sky130_fd_sc_hd__nor3_1 | 2 |
==> cell families after synthesis <==
| logic type | synth area share (%) |
|---|---|
| DFF | 62.4 |
| muxes | 32.8 |
| and+or+nand+nor | 1.91 |
| buffers and inverters | 2.85 |
==> critical path: cells and delay by family, from the launching register on <==
family	cells	cell delay [ps]
muxes	2	750
DFF	1	410
buffers and inverters	2	240
==> per-layer routing <==
metal  vias to the layer above  wire length, microns
met2                        97                  3020
met4                         0                   186
li1                        707                     -
met3                        18                   742
met5                         -                     0
met1                       757                  2230
==> worst paths after layout <==
check,to,startpoint,cells past startpoint
max,read_data_2[3],regs[7][3],4
min,regs[4][3],write_data[3],1
Power is estimated from default activity; no workload was simulated.
