--- flow/design.v ---
module IDEX (
    input  clk,
    input  en,
    input  [3:0] ireg_write_addr,
    input  ireg_write_en,
    input  [7:0] ireg_read_data1,
    input  [7:0] ireg_read_data2,
    input  imem_to_reg,
    input  imem_write_en,
    input  [7:0] idata_write_addr,
    input  [7:0] idata_write_data,
    input  [7:0] idata_read_addr,
    input  [7:0] inextPC,
    output reg [3:0] oreg_write_addr,
    output reg oreg_write_en,
    output reg [7:0] oreg_read_data1,
    output reg [7:0] oreg_read_data2,
    output reg omem_to_reg,
    output reg omem_write_en,
    output reg [7:0] odata_write_addr,
    output reg [7:0] odata_write_data,
    output reg [7:0] odata_read_addr,
    output reg [7:0] onextPC
);
  always @(posedge (clk)) begin
    if (en) begin
      oreg_write_addr <= ireg_write_addr;
      oreg_write_en <= ireg_write_en;
      omem_to_reg <= ireg_write_en;
      omem_write_en <= imem_write_en;
      odata_write_addr <= idata_write_addr;
      odata_write_data <= idata_write_data;
      odata_read_addr <= idata_read_addr;
      omem_to_reg <= imem_to_reg;
      oreg_read_data1 <= ireg_read_data1;
      oreg_read_data2 <= ireg_read_data2;
      onextPC <= inextPC;
    end
  end
endmodule
--- flow/run.sh ---
#!/bin/bash
# OpenROAD 26Q1-2900-gdf79404cd8, Yosys 0.63+post, stock flow scripts
make -C /OpenROAD-flow-scripts/flow DESIGN_CONFIG=/design/flow/config.mk WORK_HOME=/design/flow/orfs finish
--- flow/config.mk ---
export PLATFORM = sky130hd
export DESIGN_NAME = IDEX
export DESIGN_NICKNAME = IDEX
export VERILOG_FILES = /design/flow/design.v
export SDC_FILE = /design/flow/constraint.sdc
export NUM_CORES = 4
export LEC_CHECK = 1
export CORE_AREA = 10 10 110 110
export DIE_AREA = 0 0 120 120
--- flow/constraint.sdc ---
current_design IDEX

set clk_period 1.0
set clk_io_pct 0.2

create_clock -name clk0 -period $clk_period [get_ports {clk}]

set non_clock_inputs [all_inputs -no_clocks]
set_input_delay [expr $clk_period * $clk_io_pct] -clock clk0 $non_clock_inputs
set_output_delay [expr $clk_period * $clk_io_pct] -clock clk0 [all_outputs]
==> results_slide.txt <==
Run Summary

Status
  • Outcome: complete, but fails checks
  • Violated checks: negative setup slack

Drt
  • Routed vias/inst: 3.146
  • # diodes: 0
  • Drt pass-1 iters: 3
  • Final ANT Viol Nets: 0
  • 1st-iter DRT viols: 67
  • Post-DR wirelength/cell: 16.39 um
  • Via count: 972
  • Post-route DRC: 0
  • Final WL: 5064 um

Power and ir drop
  • Sw Pwr: 0.8561 mW
  • Pwr Density: 1582 nW/um2
  • Clk pwr share: 0.271
  • Comb power frac: 0.098
  • Worst vdd ir: 544.1 uV
  • Sw Share: 0.1950
  • Sequential group share of total power: 0.631
  • Internal: 3.533 mW
  • Leak Pwr: 1.034 nW

Logic synthesis
  • Largest type area fraction: 1.000
  • Yosys cell count: 55
  • Cell count after synthesis: 55
  • Post-synthesis cell area: 1652 um2
  • Dominant register cell: edfxtp_1
  • Area leader, netlist: edfxtp_1
  • Synth top area cells: edfxtp_1 (100%)
  • Syn_area_per_cell: 30.03 um2
  • YS chip area: 1652 um2
  • Seq/Total Area, Yosys: 1.000
  • Yosys warnings: 1
  • Post-synth EDFFs: 55
  • Top-count cell post-synth: edfxtp_1
  • Post-synth ARST share: 0
  • Flops after synth: 55
  • Synth cell count leaders: edfxtp_1 (55)
  • Synth unique cells: 1

Global routing
  • GR Util met3: 0.02142
  • Total grt overflow: 0
  • Tot GR Track Use: 0.06922
  • Met2 Usage GRT: 0.1324
  • Initial antenna violation count: 0
  • Largest net degree at the start of global routing: 32
  • Most used routing layer: met2
  • GRT met1 Usage: 0.07455
  • Vias in the first global route: 1034
  • First-pass GRT wire length: 7238 um

Worst hold path
  • Hold Path Origin: en
  • HP Class: in -> reg
  • Worst Hold Endpoint: odata_read_addr[5]$_DFFE_PP_
  • Hold path cells: 2

Cells and area
  • Share of cells above drive strength 1: 0.3693
  • Sequential cell area: 1652 um2
  • Filler Cells Inserted: 999
  • Multi-input gates: 0
  • Syn-to-layout area delta: 67.95%
  • Final core utilization: 0.2838
  • Non-filler instance count after layout: 309
  • Gate Area: 0 um2

Timing
  • Relative slew margins: 0.8854
  • Least-Margin Pin Slew: 171.9 ps
  • Fmax: 987.9 MHz
  • Finish-stage setup viols: 12
  • Setup ws final: -12.24 ps
  • Fin crit period: 1012 ps
  • RSZ-0062 raised after global routing: true
  • Fin crit share: 1.012
  • Final Slew Violations: 0
  • Final Hold Viols: 0

Clock network
  • CTS root buf: clkbuf_8
  • H-tree depth: 2
  • Clock transition at path regs: 90 ps
  • Clock tree sinks: 55
  • Hold Buf Count CTS: 0
  • Max Root-Sink Buffers: 2
  • Num CTS Buffers: 5
  • TritonCTS clock tree: built

Placement
  • Port Buf Inserts: 111
  • Post-placement cell count: 301
  • RD Place Congestion: 0.7191

Floorplanning
  • Die footprint: 14400 um2
  • Die H: 120 um
  • Core ar.: 9774 um2
  • Ports: 112
  • FP Core Util: 0.1690
  • Num rows: 36
  • Die width: 120 um

Critical path
  • CP bufs+invs: 1
  • Critical Path RT: 800 ps
  • CP max stage delay: 370 ps
  • Crit path max-delay family: flip-flops
  • Maximum fanout along the worst path: 1
  • Worst Path Arrival: 810 ps
  • CP startpoint kind: register
  • Slowest CP cell: edfxtp_1
  • Setup Crit Path Kind: reg -> out
  • Crit path cell chain: buf_2
  • CP Capture Type: output port

Job
  • Max cap viols: 0
  • OpenROAD warning count: 27
==> cell families (layout without fill, tap and decap cells) <==
family / after synthesis / after routing / synth area share
buf+inv: 0 / 121 / 0
flops: 55 / 55 / 1.000
==> cell usage in the layout (no fill, tap or decap), drive strengths merged <==
| master | netlist | routed |
|---|---|---|
| clkdlybuf4s50 | 0 | 55 |
| buf | 0 | 58 |
| clkbuf | 0 | 6 |
| clkinvlp | 0 | 1 |
| edfxtp | 55 | 55 |
| clkinv | 0 | 1 |
==> how the worst max path moves through the flow <==
stage | startpoint | endpoint | slack (ps) | depth (start not counted)
5_1_grt | odata_write_addr[0]$_DFFE_PP_ | odata_write_addr[0] | -80 | 1
4_1_cts | onextPC[1]$_DFFE_PP_ | onextPC[1] | -50 | 1
6_report | odata_read_addr[2]$_DFFE_PP_ | odata_read_addr[2] | -10 | 1
==> stage by stage <==
step	TNS, ps	hold WS (ps)	setup slack (ps)	area, um2	power, mW
2_1_floorplan	0	298.9	501.3	1652	2.788
3_3_place_gp	-82.70	682.1	-22.36	2964	3.442
3_5_place_dp	-73.81	685.0	-23.49	2964	3.447
4_1_cts	-1204	349.4	-48.12	2774	4.495
5_1_grt	-2777	345.3	-80.96	2774	4.651
6_report	-59.12	357.6	-12.24	2774	4.389
==> power by group through the flow <==
| stage | clock network (mW) | registers, mW | logic, mW |
|---|---|---|---|
| 4_1_cts | 1.27 | 2.77 | 0.453 |
| 5_1_grt | 1.39 | 2.78 | 0.475 |
| 6_report | 1.19 | 2.77 | 0.432 |
==> area by class of cell <==
class,count,share of cell area
Clock inverter,2,0.004511
Clock buffer,6,0.02616
Sequential cell,55,0.5954
Timing Repair Buffer,113,0.3139
Tap cell,133,0.05999
==> repair_timing <==
item,4_1_cts,5_1_grt
buffers inserted,0,0
endpoints found under the setup margin,55,55
resized,179,0
==> per-layer routing <==
layer | up-vias | part of all wire
met5 | - | 0
met1 | 476 | 0.34
met4 | 0 | 0.016
met3 | 5 | 0.048
met2 | 30 | 0.60
li1 | 461 | -
Power and IR drop assume default switching activity.
