==> /design/flow/design.v <==
`timescale 1ns / 1ps
module lcd_module (clk,
                   pipe_state,
                   rst,
                   data,
                   lcd_e,
                   lcd_rw,
                   lcd_rs,
                   SF_CE0);
    input clk;
    input rst;
    input [2:0] pipe_state;
    output wire [3:0] data;    
    output reg SF_CE0;
    output reg lcd_e;
    output reg lcd_rw;
    output reg lcd_rs;
    reg [3:0] lcd_cmd;
    reg [5:0] state = 0;
    reg [2:0] past_data;
	 reg [2:0] current_data;
    reg [19:0]count = 0;
    assign data = lcd_cmd;
    initial begin
        past_data = 3'b0;
    end
    always @(posedge clk or posedge rst) begin		  
        if (rst) begin
            lcd_e     <= 0;
            lcd_rs    <= 0;
            lcd_rw    <= 0;
            SF_CE0    <= 1'b1;   
        end
        else begin
				current_data <= pipe_state;
            case(state)
                0:begin      
                    lcd_e  <= 0;
                    lcd_rw <= 0;
                    lcd_rs <= 0;
                    if (count == 750000) begin
                        count <= 0;
                        state <= state + 1;
                    end
                    else
                    count <= count + 1;
                end
                1:begin
                    lcd_e   <= 1;
                    lcd_cmd <= 4'h3;
                    if (count == 12) begin
                        count <= 0;
                        state <= state + 1;
                    end
                    else
                    count <= count + 1;
                end
                2:begin
                    lcd_e      <= 0;
                    if (count == 205000) begin
                        count <= 0;
                        state <= state + 1;
                    end
                    else
                    count <= count + 1;
                end
                3:begin
                    lcd_e   <= 1;
                    lcd_cmd <= 4'h3;
                    if (count == 12) begin
                        count <= 0;
                        state <= state + 1;
                    end
                    else
                    count <= count + 1;
                end
                4:begin
                    lcd_e      <= 0;
                    if (count == 5000) begin
                        count <= 0;
                        state <= state + 1;
                    end
                    else
                    count <= count + 1;
                end
                5:begin
                    lcd_e   <= 1;
                    lcd_cmd <= 4'h3;
                    if (count == 12) begin
                        count <= 0;
                        state <= state + 1;
                    end
                    else
                    count <= count + 1;
                end
                6:begin
                    lcd_e      <= 0;
                    if (count == 2000) begin
                        count <= 0;
                        state <= state + 1;
                    end
                    else
                    count <= count + 1;
                end
                7:begin
                    lcd_e   <= 1;
                    lcd_cmd <= 4'h2;
                    if (count == 12) begin
                        count <= 0;
                        state <= state + 1;
                    end
                    else
                    count <= count + 1;
                end
                8:begin
                    lcd_e      <= 0;
                    if (count == 2000) begin
                        count     <= 0;
                        state     <= state + 1;
                    end
                    else
                    count <= count + 1;
                end
                9:begin
                    lcd_e   <= 1;
                    lcd_cmd <= 4'h2;
                    if (count == 12) begin
                        count <= 0;
                        state <= state + 1;
                    end
                    else
                    count <= count + 1;
                end
                10:begin
                    lcd_e <= 0;
                    if (count == 50) begin
                        lcd_e   <= 1;
                        lcd_cmd <= 4'h8;
                        count   <= 0;
                        state   <= state + 1;
                    end
                    else
                    count <= count + 1;
                end
                11:begin
                    if (count == 12) begin
                        lcd_e <= 0;
                        count <= 0;
                        state <= state + 1;
                    end
                    else
                    count <= count + 1;
                end
                12:begin
                    if (count == 2000) begin
                        count <= 0;
                        state <= state + 1;
                    end
                    else
                    count <= count + 1;
                end
                13:begin
                    lcd_e   <= 1;
                    lcd_cmd <= 4'h0;
                    if (count == 12) begin
                        count <= 0;
                        state <= state + 1;
                    end
                    else
                    count <= count + 1;
                end
                14:begin
                    lcd_e <= 0;
                    if (count == 50) begin
                        lcd_e   <= 1;
                        lcd_cmd <= 4'h6;
                        count   <= 0;
                        state   <= state + 1;
                    end
                    else
                    count <= count + 1;
                end
                15:begin
                    if (count == 12) begin
                        lcd_e <= 0;
                        count <= 0;
                        state <= state + 1;
                    end
                    else
                    count <= count + 1;
                end
                16:begin
                    if (count == 2000) begin
                        count <= 0;
                        state <= state + 1;
                    end
                    else
                    count <= count + 1;
                end
                17:begin
                    lcd_e   <= 1;
                    lcd_cmd <= 4'h0;
                    if (count == 12) begin
                        count <= 0;
                        state <= state + 1;
                    end
                    else
                    count <= count + 1;
                end
                18:begin
                    lcd_e      <= 0;
                    if (count == 50) begin
                        lcd_e   <= 1;
                        lcd_cmd <= 4'hc;
                        count   <= 0;
                        state   <= state + 1;
                    end
                    else
                    count <= count + 1;
                end
                19:begin
                    if (count == 12) begin
                        lcd_e <= 0;
                        count <= 0;
                        state <= state + 1;
                    end
                    else
                    count <= count + 1;
                end
                20:begin
                    if (count == 2000) begin
                        count <= 0;
                        state <= state + 1;
                    end
                    else
                    count <= count + 1;
                end
                21:begin
                    lcd_e   <= 1;
                    lcd_cmd <= 4'h0;
                    if (count == 12) begin
                        count <= 0;
                        state <= state + 1;
                    end
                    else
                    count <= count + 1;
                end
                22:begin
                    lcd_e <= 0;
                    if (count == 50) begin
                        lcd_e   <= 1;
                        lcd_cmd <= 4'h1;
                        count   <= 0;
                        state   <= state + 1;
                    end
                    else
                    count <= count + 1;
                end
                23:begin
                    if (count == 12) begin
                        lcd_e <= 0;
                        count <= 0;
                        state <= state + 1;
                    end
                    else
                    count <= count + 1;
                end
                24:begin
                    if (count == 82000) begin
                        count <= 0;
                        state <= state + 1;
                    end
                    else
                    count <= count + 1;
                end
                25:begin
                    lcd_e   <= 1;
                    lcd_cmd <= 4'h8;
                    if (count == 12) begin
                        count <= 0;
                        state <= state + 1;
                    end
                    else
                    count <= count + 1;
                end
                26:begin
                    lcd_e <= 0;
                    if (count == 50) begin
                        lcd_e   <= 1;
                        lcd_cmd <= 4'h0;
                        count   <= 0;
                        state   <= state + 1;
                    end
                    else
                    count <= count + 1;
                end
                27:begin
                    if (count == 12) begin
                        lcd_e <= 0;
                        count <= 0;
                        state <= state + 1;
                    end
                    else
                    count <= count + 1;
                end
                28:begin
                    if (count == 2000) begin
                        count <= 0;
                        state <= state + 1;
                    end
                    else
                    count <= count + 1;
                end
                29:begin
                    lcd_e  <= 1;
                    lcd_rs <= 1;
                    case (past_data)
                        0:lcd_cmd <= 4'h4;
                        1:lcd_cmd <= 4'h4;
                        2:lcd_cmd <= 4'h4;
                        3:lcd_cmd <= 4'h4;
                        4:lcd_cmd <= 4'h4;
                        5:lcd_cmd <= 4'h5;
                    endcase
                    if (count == 12) begin
                        count <= 0;
                        state <= state + 1;
                    end
                    else
                    count <= count + 1;
                end
                30:begin
                    lcd_e <= 0;
                    if (count == 50) begin
                        lcd_e <= 1;
                        case (past_data)
                            0:lcd_cmd <= 4'h7;
                            1:lcd_cmd <= 4'h9;
                            2:lcd_cmd <= 4'h9;
                            3:lcd_cmd <= 4'h5;
                            4:lcd_cmd <= 4'hD;
                            5:lcd_cmd <= 4'h7;
                        endcase
                        count <= 0;
                        state <= state + 1;
                    end
                    else
                    count <= count + 1;
                end
                31:begin
                    if (count == 12) begin
                        lcd_e <= 0;
                        count <= 0;
                        state <= state + 1;
                    end
                    else
                    count <= count + 1;
                end
                32:begin
                    if (count == 2000) begin
                        count <= 0;
                        state <= state + 1;
                    end
                    else
                    count <= count + 1;
                end
                33:begin
                    lcd_e  <= 1;
                    lcd_rs <= 1;
                    case (past_data)
                        0:lcd_cmd <= 4'h4;
                        1:lcd_cmd <= 4'h4;
                        2:lcd_cmd <= 4'h4;
                        3:lcd_cmd <= 4'h5;
                        4:lcd_cmd <= 4'h4;
                        5:lcd_cmd <= 4'h4;
                    endcase
                    if (count == 12) begin
                        count <= 0;
                        state <= state + 1;
                    end
                    else
                    count <= count + 1;
                end
                34:begin
                    lcd_e <= 0;
                    if (count == 50) begin
                        lcd_e <= 1;
                        case (past_data)
                            0:lcd_cmd <= 4'hF;
                            1:lcd_cmd <= 4'h6;
                            2:lcd_cmd <= 4'h4;
                            3:lcd_cmd <= 4'h8;
                            4:lcd_cmd <= 4'h5;
                            5:lcd_cmd <= 4'h2;
                        endcase
                        count <= 0;
                        state <= state + 1;
                    end
                    else
                    count <= count + 1;
                end
                35:begin
                    if (count == 12) begin
                        lcd_e <= 0;
                        count <= 0;
                        state <= state + 1;
                    end
                    else
                    count <= count + 1;
                end
                36:begin
                    if (count == 2000) begin
                        count <= 0;
                        state <= state + 1;
                    end
                    else
                    count <= count + 1;
                end
                37: begin
						  lcd_e <= 0;
                    if (past_data != current_data) begin
								lcd_rs <= 0;
                        past_data <= current_data;
                        state     <= 6'd19;
                    end
                end
            endcase
        end
    end
endmodule
==> /design/flow/run.sh <==
#!/bin/bash
# OpenROAD 26Q1-2900-gdf79404cd8, Yosys 0.63+post, stock flow scripts
make -C /OpenROAD-flow-scripts/flow DESIGN_CONFIG=/design/flow/config.mk WORK_HOME=/design/flow/orfs finish
==> /design/flow/config.mk <==
export PLATFORM = sky130hd
export DESIGN_NAME = lcd_module
export DESIGN_NICKNAME = lcd_module
export VERILOG_FILES = /design/flow/design.v
export SDC_FILE = /design/flow/constraint.sdc
export NUM_CORES = 4
export LEC_CHECK = 1
export CORE_UTILIZATION = 30
==> /design/flow/constraint.sdc <==
current_design lcd_module

set clk_period 5.8
set clk_io_pct 0.2

create_clock -name clk0 -period $clk_period [get_ports {clk}]

set non_clock_inputs [all_inputs -no_clocks]
set_input_delay [expr $clk_period * $clk_io_pct] -clock clk0 $non_clock_inputs
set_output_delay [expr $clk_period * $clk_io_pct] -clock clk0 [all_outputs]
==> results.toml <==
# synthesis and place-and-route metrics
[status]
status = "finished clean"

[cells_and_area]
fillerInstances = 870
areaGrowthSynthToFinish_pct = 9.91
logic_area_sq_um = 1540
fin_area_sq_um = 3100
drive_above_1_share_pct = 11.3
fin_cells = 410
regArea_sq_um = 1130
fin_util_pct = 34.8

[placed_design]
preCtsSetupSlack_ns = 2.30
gp_congestion = 0.882
placed_cell_area_sq_um = 2960
dp_cells = 402
port_buffers = 10
place_hpwl_mm = 4.17

[logic_synthesis]
yosysChipArea_sq_um = 2820
flop_cell = "edfxtp_1"
yosys.area.top_type = "edfxtp_1"
topCombFamilyByArea = "simple AND/OR/NAND/NOR gates"
ys_ff = 38
ys_seq_share_pct = 40.2
synth-edff-count = 36
ys_sh_adder_pct = 3.11
synthAoiAreaFrac_pct = 12.8
netlist_area_sq_um = 2820
ys_sh_simple_pct = 28.9
syn_area_per_cell_sq_um = 9.33
yosysWarnings = 1
postSynth.asyncResetShare_pct = 5.26
synth_cell_type_count = 62
ys_sh_mux_pct = 1.16
synth_top_area_share_pct = 38.4
yosys_cells = 302
most_common_cell = "edfxtp_1"
synthXorXnorAreaFrac_pct = 8.40
area_leaders = "edfxtp_1, xor2_1, nand3_1, nand2_1, xnor2_1"
common_cells = "edfxtp_1, nand2_1, nor2_1"
netlist_instances = 302

[route]
routed_wl_mm = 5.78
vias = 2206
drc = 0
antenna-diode-count = 0
via_per_inst = 5.38
routedWlPerCell_um = 14.1
first_iter_violations = 79
ant_nets = 0
drtPass1Iterations = 4

[timing]
finalWorstSetupSlack_ns = 2.32
min_period_ns = 3.48
grt_setup_unrepaired = "false"
setup_viol = 0
fmax_mhz = 287
tightest_slew_ns = 0.770
holdWs_ns = 0.475
final_max_slew_viol_count = 0
timing.setup.tns_ns = 0
hold_viol = 0
timing.final.crit_share_pct = 60.0
clock_skew_ns = 0.00702
relSlewSlack_pct = 48.7

[setup_path]
reg2reg_slack_ns = 2.32
cp.arrival_ns = 3.49
endpoint_kind = "register"
crit_required_ns = 5.81
cp-start-kind = "register"
reg2regPathDepth = 6
crit_fanout = 12
critPathKind = "reg2reg"
reg2reg_from = "count[13]"
timing.rr.end = "count[17]"

[floorplan]
num_io_pins = 13
core_region_area_sq_um = 8890
die_x_um = 98.9
fp_util_pct = 31.7
chipArea_sq_um = 9780
rows = 34
die_height_um = 98.9

[global_routing]
track_usage_pct = 12.8
grt_max_degree = 24
grt_overflow = 0
grt_first_pass_wirelength_mm = 9.97
grt_pass1_vias = 1994
antenna_found_initial = 0

[flow_run]
drv_cap = 0
openroad.warnings = 30

[clock_tree]
root_buffer = "clkbuf_8"
cts_buffers = 5
cts.sinks = 38
cts_resized = 0
ctsHoldBuffers = 0
clockBufferDepth = 2
cts_htree_levels = 2
cts_tree = "built"
clk_latency_ns = 0.29
cts_setup_buffers = 0
clkSlewWorstSetupHoldPaths_ns = 0.08

[worst_hold_path]
min_path_cells = 0
hold_path_end = "past_data[2]"
min_from = "current_data[2]"
hp-class = "reg2reg"

[power]
leakage_nw = 1.03
power.total_mw = 0.731
p_per_area_nw_per_um2 = 236
ir_worst_vdd_v = 0.000113
metal layers:
metal / vias up / wire length, um / part of all wire [%] / track usage [%]
met5: - / 0 / 0 / 0
met4: 0 / 35 / 0.61 / 0.689
met3: 6 / 198 / 3.4 / 1.66
met2: 37 / 2600 / 45 / 19.8
met1: 1053 / 2950 / 51 / 20.9
li1: 1110 / - / - / -
cell families (layout without fill, tap and decap cells):
logic type | after synthesis | after routing
simple gates | 145 | 145
fa+ha+maj | 7 | 7
flops | 38 | 38
other cells | 2 | 2
compound gates | 51 | 51
xor+xnor | 27 | 27
buf+inv | 29 | 29
mux | 3 | 3
where the power goes:
group / total, mW / leakage (nW) / switching (mW) / internal, mW
logic: 0.101 / 0.604 / 0.0536 / 0.0474
registers: 0.357 / 0.360 / 0.0297 / 0.327
clock network: 0.273 / 0.0683 / 0.101 / 0.172
sequential cells by signal, summed over array words and instances, names as in the netlist:
register,flops
count,20
current_data,3
lcd_cmd,4
lcd_e,1
lcd_rs,1
past_data,3
state,6
worst max-delay path: stages, from the launching register on:
cell and delay [ns]:
edfxtp_1 0.45, or4_4 0.57, or4_1 0.47, o31a_1 0.29, or4_4 0.57, o31ai_4 0.72, nor2_1 0.13
how the worst max path moves through the flow:
stage / start / endpoint / slack (ns) / cells past startpoint
CTS: count[13] / count[17] / 2.30 / 6
global route: count[13] / count[17] / 2.17 / 6
finish: count[13] / count[17] / 2.32 / 6
cell type report:
| type | count | area share, % |
|---|---|---|
| multi-input cells | 235 | 49.8 |
| flip-flops and latches | 38 | 36.5 |
| well taps | 108 | 4.37 |
| repair buffers | 12 | 3.72 |
| clock buffers | 5 | 2.22 |
| clock inverters | 3 | 2.22 |
| inverters | 9 | 1.09 |
cells in the final DEF, fill, tap and decap left out, drive strengths merged, types with 7 or more instances in the layout:
cell type      count
nor3               7
xnor2             12
nor2              33
nand3             22
nand2             28
a21oi              8
clkdlybuf4s50     10
inv                9
a31oi              7
ha                 7
edfxtp            36
nor4               7
xor2              15
o21ai             11
Power and IR drop assume default switching activity.
